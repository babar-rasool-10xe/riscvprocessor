## flow/design.v

```verilog
module datamemory#(parameter DWIDTH=32,
    parameter AWIDTH=32)
(input [DWIDTH-1:0] aluout,
input[2:0] MemRW,
input [DWIDTH-1:0] portb,
input clk,
output [DWIDTH-1:0] dataout);
reg [DWIDTH-1:0] memory[2*AWIDTH-1:0];
reg [31:0] dataout1;
wire [31:0] temp;
assign temp=memory[aluout];
always@(posedge clk)
begin
if(MemRW==3'b111)
begin
memory[aluout]=portb;
end
end
always@(*)
begin
case(MemRW)
3'b000:
begin
dataout1=temp[7]?{{24{1'b1}},temp[31:24]}:{{24{1'b1}},temp[31:24]};
end
3'b001:
dataout1=temp[15]?{{16{1'b1}},temp[31:15]}:{{16{1'b0}},temp[31:15]};
3'b011:
dataout1=temp;
3'b101:
dataout1={{16{1'b0}},temp[31:15]};
3'b110:
dataout1=temp;
endcase
end
assign dataout=dataout1;
endmodule
```

## flow/run.sh

```bash
#!/bin/bash
# OpenROAD 26Q1-2900-gdf79404cd8, Yosys 0.63+post, stock flow scripts
make -C /OpenROAD-flow-scripts/flow DESIGN_CONFIG=/design/flow/config.mk WORK_HOME=/design/flow/orfs finish
```

## flow/config.mk

```make
export PLATFORM = sky130hd
export DESIGN_NAME = datamemory
export DESIGN_NICKNAME = datamemory
export VERILOG_FILES = /design/flow/design.v
export SDC_FILE = /design/flow/constraint.sdc
export NUM_CORES = 4
export LEC_CHECK = 1
export CORE_UTILIZATION = 40
```

## flow/constraint.sdc

```tcl
current_design datamemory

set clk_period 33.0
set clk_io_pct 0.2

create_clock -name clk0 -period $clk_period [get_ports {clk}]

set non_clock_inputs [all_inputs -no_clocks]
set_input_delay [expr $clk_period * $clk_io_pct] -clock clk0 $non_clock_inputs
set_output_delay [expr $clk_period * $clk_io_pct] -clock clk0 [all_outputs]
```

==> impl_metrics.env <==
# implementation run metrics
export IMPL_critPathRequiredTime_ns=33.51
export IMPL_worst_path_most_repeated_cell="buf_4"
export IMPL_grt_overflow=0
export IMPL_critPathMaxFanout=57
export IMPL_firstDrtPassIters=5
export IMPL_edf_count=2048
export IMPL_numCtsBuffers=204
export IMPL_ctsHoldBuffers=0
export IMPL_unclocked_pins=32
export IMPL_io_buffers=73
export IMPL_yosys_warnings=1
export IMPL_synth_ff_latch_count=2080
export IMPL_timing_final_crit_share=0.297
export IMPL_slew_headroom=0.0425
export IMPL_core_area_mm2=0.195
export IMPL_dp_cells=6938
export IMPL_vdd_drop_max_uv=40.0
export IMPL_finalSetupTns_ns=0
export IMPL_maxSlewViolCount=0
export IMPL_cts_tree="done"
export IMPL_avgRoutedWirePerCell_um=37.8
export IMPL_finalHoldViolCount=0
export IMPL_cts_root_buf="clkbuf_16"
export IMPL_layout_top_cell="edfxtp_1"
export IMPL_wl_um=277000
export IMPL_slowest_delay_ns=0.81
export IMPL_chipArea_mm2=0.198
export IMPL_io_pins=100
export IMPL_cts_max_path_buffers=3
export IMPL_ys_types=80
export IMPL_end_kind="flop"
export IMPL_grt_pass1_vias=46900
export IMPL_cts_resized_gates=0
export IMPL_cts_clk_slew_worst_paths_ns=0.06
export IMPL_cp_start_kind="primary input"
export IMPL_async_reset_ff_frac=0
export IMPL_ys_cells=4269
export IMPL_yosys_stat_area_mm2=0.0784
export IMPL_worst_slew_pin_slew_ns=1.43
export IMPL_cts_setup_buffers=0
export IMPL_drt_iter0_drc=3983
export IMPL_drc_errors=0
export IMPL_synth_cells=4269
export IMPL_maxCapViolCount=0
export IMPL_postLayoutCoreUtil=0.461
export IMPL_synthDominantCellAreaShare=0.784
export IMPL_place_hpwl_um=166000
export IMPL_untimed_endpoints=64
export IMPL_cp_arrival_ns=10.31
export IMPL_drive_gt1_frac=0.189
export IMPL_h_tree_depth=4
export IMPL_top_area_cell="edfxtp_1"
export IMPL_ff_type="edfxtp_1"
export IMPL_gp_congestion=1.08
export IMPL_path_cells="buf_8 -> buf_4 -> and3b_4 -> nand2_1 -> buf_4 -> nor2_4 -> buf_4"
export IMPL_syn_area_per_cell_um2=18.4
export IMPL_whs_path_depth=1
export IMPL_fp_util=0.403
export IMPL_max_freq_ghz=0.102
export IMPL_stdcell_count=7318
export IMPL_worstHoldStart="portb[1]"
export IMPL_finalPower_w=0.00539
export IMPL_power_static_leakage_nw=27.9
export IMPL_power_density_mw_per_mm2=60.0
export IMPL_whs_endpoint="memory[59][1]$_DFFE_PP_"
export IMPL_drt_vias_per_instance=6.12
export IMPL_setup_viol=0
export IMPL_synthesis_area_mm2=0.0784
export IMPL_ys_top_cells_by_area="edfxtp_1 (78%), a22oi_1 (3.4%), mux2_2 (2.2%)"
export IMPL_antenna_found_initial=16
export IMPL_die_y_um=445
export IMPL_die_w_um=445
export IMPL_period_minus_slack_ns=9.80
export IMPL_path_buffers=4
export IMPL_crit_start="aluout[2]"
export IMPL_hp_class="primary input to flop"
export IMPL_syn2layout_area_growth_pct=14.5
export IMPL_warnings=55
export IMPL_std_cell_rows=162
export IMPL_path_delay_family="simple AND/OR/NAND/NOR gates"
export IMPL_grt_start_max_net_pins=106
export IMPL_status="finished clean"
export IMPL_grt_pass1_wl_um=380000
export IMPL_holdWs_ns=6.18
export IMPL_slowest_stage="and3b_4"
export IMPL_rsz0062_at_grt="false"
export IMPL_final_cell_mix="edfxtp_1 (2048), a22oi_1 (351), buf_4 (257), clkbuf_16 (206), mux2_2 (154)"
export IMPL_num_vias=44800
export IMPL_ant_nets=0
export IMPL_critical_path_class="primary input to flop"
export IMPL_grtUsageTotal=0.308
==> synthesized netlist by cell type (10+ instances only) <==
cell	n
and3_1	13
a22oi_1	351
a222oi_1	23
a2111oi_0	13
a41oi_1	16
buf_4	18
a211oi_1	21
buf_1	30
nor2b_1	14
a22o_1	72
mux2_2	154
buf_2	130
clkbuf_1	104
and2_1	10
nand2_1	128
nand2b_1	13
a221o_1	55
o2bb2ai_1	27
o22ai_1	26
mux4_2	55
a31oi_1	69
dlxtn_1	32
a221oi_1	149
buf_6	10
nand4_1	20
a21oi_1	91
o21ai_0	77
nand3_1	20
edfxtp_1	2048
mux2i_1	144
o211ai_1	19
nor2_1	133
nor3_1	16
nor4_1	13
==> cells by family after synthesis <==
logic type	Yosys count	share of synthesized area
flops	2048	0.784
compound gates	1091	0.106
simple gates	442	0.0284
mux	355	0.0566
buf+inv	301	0.0183
latches	32	0.00613
==> how the worst max path moves through the flow <==
stage	endpoint	slack, ns	cells after the start
4_1_cts	memory[22][27]$_DFFE_PP_	23.21	7
6_report	memory[22][27]$_DFFE_PP_	23.20	7
5_1_grt	memory[22][27]$_DFFE_PP_	23.15	7
==> stage by stage <==
step                      area, um2  setup slack (ns)
after floorplan               78400             22.83
after global placement        83600             22.35
after detailed placement      83600             22.37
after CTS                     89800             23.21
after global routing          89800             23.15
final                         89800             23.20
==> final cells by class <==
class / instances / area (um2)
tap: 2624 / 3280
sequential: 2080 / 62000
clock inverter: 103 / 820
multi-input combinational: 1888 / 15600
timing repair buffer: 337 / 2640
clock buffer: 266 / 5380
inverter: 9 / 38.8
fill: 16100 / 105000
antenna: 11 / 27.5
==> registers in the layout, indices dropped and copies added (netlist names) <==
| register | cells |
|---|---|
| memory | 2048 |
| dataout1 | 32 |
==> per-layer routing <==
metal  GRT usage  up-vias  routed length [um]
met4       0.148       18               17800
li1            -    18400                   -
met5      0.0203        -                 591
met2       0.429     3292              124000
met1       0.344    22500               84000
met3       0.243      609               50200
==> where the power goes <==
| part | total (W) | internal [W] | leakage [nW] | switching, W |
|---|---|---|---|---|
| Clock | 0.00217 | 0.00120 | 3.00 | 0.000978 |
| Combinational | 0.000337 | 0.0000850 | 6.21 | 0.000252 |
| Sequential | 0.00288 | 0.00287 | 18.7 | 0.00000200 |
Power and IR drop assume default switching activity.
