`./config.mk`:
```
export PLATFORM = sky130hd
export DESIGN_NAME = regfile
export DESIGN_NICKNAME = regfile
export VERILOG_FILES = /design/flow/design.v
export SDC_FILE = /design/flow/constraint.sdc
export NUM_CORES = 4
export LEC_CHECK = 1
export CORE_UTILIZATION = 30
```
`./constraint.sdc`:
```
current_design regfile

set clk_period 14.4
set clk_io_pct 0.2

create_clock -name clk0 -period $clk_period [get_ports {clk}]

set non_clock_inputs [all_inputs -no_clocks]
set_input_delay [expr $clk_period * $clk_io_pct] -clock clk0 $non_clock_inputs
set_output_delay [expr $clk_period * $clk_io_pct] -clock clk0 [all_outputs]
```
`./design.v`:
```
module regfile#(parameter DWIDTH=32,
AWIDTH=32)
(input [0:4] rs1 ,
input [0:4] rs2,
input [0:4] rd,
input clk,
input[DWIDTH-1:0] writedata,
input RegWen,
output [DWIDTH-1:0] porta,
output[DWIDTH-1:0] portb);
reg [0:31] reg1[AWIDTH-1:0];
assign porta=reg1[rs1];
assign portb=reg1[rs2];
integer i;
initial
begin
for(i=0;i<32;i=i+1)
begin
reg1[i]='b0;
end
end
always@(posedge clk)
begin
reg1[0]=32'b0;
if(RegWen)
reg1[rd]=writedata;
else
reg1[rd]=reg1[rd];
end
endmodule
```
`./run.sh`:
```
#!/bin/bash
# OpenROAD 26Q1-2900-gdf79404cd8, Yosys 0.63+post, stock flow scripts
make -C /OpenROAD-flow-scripts/flow DESIGN_CONFIG=/design/flow/config.mk WORK_HOME=/design/flow/orfs finish
```
==> flow_summary.json <==
{
  "cts.sinks": 1024,
  "insertion_delay_ps": 820,
  "grt_first_pass_wirelength_mm": 482,
  "drt-initial-drc-count": 6648,
  "p_switching_mw": 2.01,
  "die_area_um2": 171000,
  "viasPerCell": 7.37,
  "grt_max_degree": 53,
  "clkTransAtPathRegs_ps": 60,
  "crit_type": "in -> out",
  "synthCells": 4201,
  "timing.slew.headroom_pct": -2.68,
  "cp-startpoint": "rs2[3]",
  "r2r_cells": 7,
  "path_buffers": 4,
  "drcViolationCount": 0,
  "largest_register_ffs": 1024,
  "crit_family": "buffers and inverters",
  "final-comb-area_um2": 19500,
  "cp-endpoint": "portb[0]",
  "ctsHoldBuffers": 0,
  "rrSetupSlack_ps": 11260,
  "maxSlewViolCount": 7,
  "synth_seq_share_pct": 59.9,
  "finalHoldViolCount": 0,
  "r2r-end": "reg1[21][12]",
  "fin_hold_ws_ps": 924,
  "pwr-share-comb_pct": 10.9,
  "violations": "max-capacitance violations, max-slew violations",
  "sequentialPowerShare_pct": 45.4,
  "cts_resized": 0,
  "synth_area_um2": 50800,
  "fp_util_pct": 30.3,
  "final_cells": 6773,
  "cp-start-kind": "primary input",
  "synth-area-yosys_um2": 50800,
  "rsz0062_at_grt": "no",
  "setup-violations-final": 0,
  "ir_drop_v": 0.000110,
  "crit_arrival_ps": 7850,
  "path_depth": 10,
  "tightestPinTransition_ps": 1530,
  "cts_tree": "yes",
  "utilization_pct": 36.1,
  "coreArea_um2": 168000,
  "wl_per_cell_um": 54.8,
  "ys_cells": 4201,
  "gr-total-overflow": 0,
  "yosysWarnings": 2,
  "skew_ps": 35.3,
  "dp_hpwl_mm": 234,
  "crit_top_cell": "buf_4",
  "warning_count": 27,
  "edf_count": 992,
  "htreeDepth": 3,
  "die_y_um": 414,
  "drv_cap": 2,
  "routed_wl_mm": 371,
  "critPathMaxStageDelay_ps": 940,
  "fmax_ghz": 0.0932,
  "first_global_vias": 49441,
  "swShare_pct": 26.6,
  "top_cell_area_share_pct": 58.6,
  "post-cts-setup-buffers": 0,
  "cts_made_buffers": 117,
  "synth-seq-cells": 1024,
  "clockPowerShare_pct": 43.7,
  "root_buffer": "clkbuf_16",
  "crit_slowest_cell": "nand3b_1",
  "ff_type": "edfxtp_1",
  "synth-async-reset-ratio_pct": 0,
  "num_vias": 49913,
  "nFillCells": 16259,
  "required_ps": 11520,
  "dp.cells": 6509,
  "syn_to_final_growth_pct": 19.3,
  "firstDrtPassIters": 8,
  "die_w_um": 414,
  "syn_avg_cell_area_um2": 12.1,
  "cp_max_fo": 22,
  "ys_top_cells_by_area": "edfxtp_1, a22oi_1, mux2i_1",
  "drtAntennaViolNets": 0,
  "port-buffer-count": 112,
  "status": "complete, but fails checks",
  "power.leakage_nw": 19.8,
  "fin_tns_setup_ps": 0,
  "grtUsageTotal_pct": 45.4,
  "synthDistinctLibCells": 72,
  "critPathCaptureType": "output pin",
  "drive_above_1_share_pct": 15.2,
  "p_int_mw": 5.55,
  "regToRegStartpoint": "reg1[25][12]",
  "placed_area_um2": 56400,
  "final_area_um2": 60600,
  "std_cell_rows": 150,
  "finalClockPeriodUsage_pct": 74.5,
  "power.density_nw_per_um2": 125,
  "cts_buffer_depth": 3,
  "period_minus_slack_ps": 10730,
  "holdCritPathClass": "reg -> reg",
  "seqCellArea_um2": 30400,
  "yosysTopAreaCell": "edfxtp_1",
  "grt_antenna_before_repair": 36,
  "pin_count": 113,
  "cp_cell_sequence": "buf_2 -> buf_4 -> nand3b_1 -> nor2_4 -> buf_4 -> a222oi_1 -> nand3_1 -> nor2_1 -> a21oi_1 -> clkdlybuf4s50_1",
  "gp_congestion": 1.09
}
-- through the flow --
stage	worst slack, ps	power (mW)
after detailed placement	4100	4.27
final	3670	7.56
after floorplan	7130	3.79
after global routing	3860	7.66
after CTS	4100	7.52
after global placement	4120	4.28
-- final cells by class --
cell class | count | share of cell area, %
Inverter | 12 | 0.0743
Sequential cell | 1024 | 50.2
Antenna cell | 45 | 0.186
Clock buffer | 149 | 5.24
Tap cell | 2204 | 4.55
Multi-Input combinational cell | 2825 | 32.2
Timing Repair Buffer | 444 | 5.98
Clock inverter | 70 | 1.62
-- worst min-delay path by stage --
stage | from | end | slack, ps | cells past startpoint
CTS | reg1[9][14] | reg1[1][14] | 920 | 3
global route | reg1[9][14] | reg1[22][14] | 970 | 3
finish | reg1[9][14] | reg1[3][14] | 920 | 3
-- placed cells by master, fill, tap and decap left out, drive strengths merged, types with 8 or more instances in the layout --
cell type | netlist | final
nand4 | 164 | 164
edfxtp | 992 | 992
mux2i | 147 | 147
o211ai | 8 | 8
clkinv | 0 | 34
nand2 | 271 | 271
a22o | 52 | 52
nand2b | 18 | 18
o22ai | 25 | 25
a222oi | 30 | 30
and2 | 8 | 8
a22oi | 1100 | 1100
nand3b | 17 | 17
buf | 222 | 346
dfxtp | 32 | 32
a211oi | 11 | 11
diode | 0 | 45
nor2b | 31 | 31
a21oi | 127 | 127
inv | 12 | 21
nor2 | 281 | 281
o32a | 11 | 11
nor3 | 104 | 104
a31oi | 13 | 13
clkdlybuf4s50 | 0 | 97
a2111oi | 16 | 16
o21ai | 55 | 55
and4 | 19 | 19
mux2 | 25 | 25
a32oi | 22 | 22
and3 | 28 | 28
clkbuf | 118 | 149
nor4 | 39 | 39
or3 | 10 | 10
bufinv | 0 | 21
a221oi | 32 | 32
nand3 | 73 | 73
-- Yosys cell counts (12+ instances only) --
cell,instances
nor4_1,39
nor2b_1,31
nand2_1,271
nand2b_1,18
edfxtp_1,992
nor3_1,101
and4_1,19
nand3_1,73
mux2i_1,147
o21ai_0,53
a22oi_1,1100
nor2_1,252
a221oi_1,32
buf_1,19
inv_1,12
a222oi_1,30
a22o_1,52
a21oi_1,127
a32oi_1,22
a31oi_1,13
o22ai_1,25
buf_2,189
mux2_2,25
a2111oi_0,16
clkbuf_1,118
and3_1,28
nand4_1,164
dfxtp_1,32
nor2_2,27
buf_4,13
nand3b_1,14
-- tightest hold or removal path: stages, from the launching register on --
cell and delay [ps]:
edfxtp_1 400, a21oi_1 80, nand4_1 90, a2bb2oi_2 210
-- cell families after synthesis --
logic type | Yosys count | synth area share (%)
multiplexers | 173 | 3.49
buffers and inverters | 352 | 3.18
AND-OR/OR-AND | 1561 | 22.7
flip-flops | 1024 | 59.9
AND/OR/NAND/NOR | 1091 | 10.7
-- per-layer routing --
layer,wire (µm),GRT usage (%),vias to the layer above
met5,1100,5.62,-
met4,33300,30.3,61
met3,68400,34.3,1762
met2,148000,58.9,5558
met1,121000,51.4,24567
li1,-,-,17965
-- power by group through the flow --
| stage | combinational [mW] | sequential (mW) | clock [mW] |
|---|---|---|---|
| after global routing | 0.824 | 3.43 | 3.40 |
| after CTS | 0.779 | 3.43 | 3.31 |
| final | 0.822 | 3.43 | 3.31 |
Power is estimated from default activity; no workload was simulated.
