[/design/flow/config.mk]
export PLATFORM = sky130hd
export DESIGN_NAME = control
export DESIGN_NICKNAME = control
export VERILOG_FILES = /design/flow/design.v
export SDC_FILE = /design/flow/constraint.sdc
export NUM_CORES = 4
export LEC_CHECK = 1
export CORE_AREA = 10 10 89 89
export DIE_AREA = 0 0 99 99
[/design/flow/constraint.sdc]
current_design control

set clk_period 2.8
set clk_io_pct 0.2

create_clock -name clk0 -period $clk_period

set non_clock_inputs [all_inputs -no_clocks]
set_input_delay [expr $clk_period * $clk_io_pct] -clock clk0 $non_clock_inputs
set_output_delay [expr $clk_period * $clk_io_pct] -clock clk0 [all_outputs]
[/design/flow/design.v]
module control#( parameter instructionwidth=32)
(input [instructionwidth-1:0] instruction,
	input BrEq,
	input  BrLT,
	output reg [1:0] BrUn,
	output reg[1:0] ImmSel,
	output  RegWEn,
	output reg [1:0]WBSel,
	output [3:0] ALUSeL,
	output reg[2:0] MemRW,
	output reg BSel,
        output reg ASel,
         output reg PCSel);
	wire [6:0] opcode;
	wire[4:0] rs1;
	wire[4:0] rs2;
	wire [4:0] rd;
	wire [2:0] func3;
	wire [6:0] func7;
assign opcode=instruction[6:0];
assign rs1=instruction[19:15];
assign rs2=instruction[24:20];
assign rd=instruction[11:7];
assign func3=instruction[14:12];
assign func7=instruction[31:25];
localparam [6:0] RTYPE=7'b0000011;
localparam [6:0] ITYPE_1=7'b0001111;
localparam[6:0] ITYPE_2=7'b0010011;
localparam[6:0] ITYPE_3=7'b0011011;
localparam[6:0] SB=7'b1100011;
localparam[6:0] U=7'b0010111;
localparam[6:0] UJ=7'b1101111;
localparam[6:0] ITYPE_4=7'b1100111;
localparam[6:0] S=7'b0100011;
wire [3:0] temp;
reg [3:0] ALUSEL1;
assign temp={func3[2:0],func7[5]};
always@(*)
	begin
	case(opcode)
RTYPE:
case(temp)
4'b0000:
begin
ALUSEL1=4'b0000;
WBSel=2'b01;
ASel=0;
BSel=0;
end
4'b0001:
begin
ALUSEL1=4'b0011;
WBSel=2'b01;
ASel=0;
BSel=0;
end
4'b0010:
begin
ALUSEL1=4'b0100;
WBSel=2'b01;
ASel=0;
BSel=0;
end
4'b0100:
begin
ALUSEL1=4'b010;
WBSel=2'b01;
ASel=0;
BSel=0;
end
4'b0110:
begin
ALUSEL1=4'b0110;
WBSel=2'b01;
ASel=0;
BSel=0;
end
4'b1000:
begin
ALUSEL1=4'b0011;
WBSel=2'b01;
ASel=0;
BSel=0;
end
4'b1010:
begin
ALUSEL1=4'b0111;
WBSel=2'b01;
ASel=0;
BSel=0;
end
4'b1100:
begin
ALUSEL1=4'b1000;
WBSel=2'b01;
ASel=0;
BSel=0;
end
4'b1110:
begin
ALUSEL1=4'b0001;
WBSel=2'b01;
ASel=0;
BSel=0;
end
endcase
ITYPE_2:
case(func3)
3'b000:
begin
ImmSel=2'b00;
ALUSEL1=4'b0000;
WBSel=2'b01;
BSel=1;
ASel=0;
end
3'b001:
begin
WBSel=2'b01;
ImmSel=2'b00;
ALUSEL1=4'b0100;
BSel=1;
ASel=0;
end
3'b010:
begin
ImmSel=2'b00;
WBSel=2'b01;
ALUSEL1=4'b010;
BSel=1;
ASel=0;
end
3'b011:
begin
ALUSEL1=4'b0110;
ImmSel=2'b00;
WBSel=2'b01;
BSel=1;
ASel=0;
end
endcase
ITYPE_3:
case(func3)
3'b000:
begin
ImmSel=2'b00;
ALUSEL1=4'b0000;
WBSel=2'b01;
BSel=1;
ASel=0;
end
3'b001:
begin
WBSel=2'b01;
ImmSel=2'b00;
ALUSEL1=4'b0100;
BSel=1;
ASel=0;
end
3'b010:
begin
ImmSel=2'b00;
WBSel=2'b01;
ALUSEL1=4'b010;
BSel=1;
ASel=0;
end
3'b011:
begin
ALUSEL1=4'b0110;
ImmSel=2'b00;
BSel=1'b1;
WBSel=2'b01;
ASel=0;
end
endcase
ITYPE_1:
case(func3)
3'b000:
begin
ALUSEL1=4'b0000;
MemRW=3'b000;
BSel=1;
WBSel=2'b00;
end
3'b001:
begin
ALUSEL1=4'b0000;
MemRW=3'b001;
ASel=0;
WBSel=2'b00;
BSel=1;
end
3'b010:
begin
ALUSEL1=4'b0000;
MemRW=3'b010;
ASel=0;
WBSel=2'b00;
BSel=1;
end
3'b101:
begin
ALUSEL1=4'b0000;
MemRW=3'b101;
ASel=0;
WBSel=2'b00;
BSel=1;
end
3'b110:
begin
ALUSEL1=4'b0000;
MemRW=3'b110;
ASel=0;
WBSel=2'b00;
BSel=1;
end
endcase
S:
begin
MemRW=3'b111;
ALUSEL1=4'b0000;
ASel=0;
BSel=1;
ImmSel=2'b01;
end
SB:
case(func3)
3'b000:
begin
BrUn=2'b00;
if(BrEq)
begin
PCSel=1;
ASel=1;
BSel=1;
ImmSel=2'b10;
ALUSEL1=4'b0000;
end
else
begin
PCSel=0;
ASel=0;
BSel=0;
end
end
3'b110:
begin
BrUn=2'b01;
if(BrLT)
begin
PCSel=1;
ASel=1;
BSel=1;
ImmSel=2'b10;
ALUSEL1=4'b0000;
end
else
begin
PCSel=0;
ASel=0;
BSel=0;
end
end
endcase
ITYPE_4:
begin
ALUSEL1=4'b0000;
PCSel=1;
WBSel=2'b10;
end
UJ:
begin
ImmSel=2'b11;
WBSel=2'b10;
PCSel=1;
end
endcase
end
assign ALUSeL=ALUSEL1;
assign RegWEn=(opcode==RTYPE||opcode==ITYPE_1||opcode==ITYPE_2||opcode==ITYPE_3)?1:0;
endmodule
[/design/flow/run.sh]
#!/bin/bash
# OpenROAD 26Q1-2900-gdf79404cd8, Yosys 0.63+post, stock flow scripts
make -C /OpenROAD-flow-scripts/flow DESIGN_CONFIG=/design/flow/config.mk WORK_HOME=/design/flow/orfs finish
==> impl_metrics.tcl <==
# metrics dict for downstream scripts
set metrics [dict create \
    globalplace.congestion 0.8968 \
    grt_use_total_pct 5.728 \
    p_leak_nw 0.5003 \
    layout_setup_ws_ns 0.2325 \
    fin_crit_ns 2.568 \
    hold_buffers 0 \
    p_comb_share_pct 88.1 \
    via_per_inst 4.193 \
    ys_chip_area_um2 903.4 \
    num_rows 28 \
    io_pins 51 \
    antenna_left 0 \
    start_kind "input pin" \
    arrival_ns 2.01 \
    untimed_endpoints 30 \
    worstPathRequired_ns 2.24 \
    synth_cell_type_count 46 \
    crit_top_cell "clkdlybuf4s50_1" \
    overflow 0 \
    total_power_w 0.0001414 \
    synthArstFlopShare_pct 0 \
    syn_inst 121 \
    fp_util_pct 15.08 \
    preCtsSetupSlack_ns 0.1995 \
    ys_cells 121 \
    layout_top_cell "clkdlybuf4s50_1" \
    fmax_mhz 389.5 \
    ff_type "dlxtn_1" \
    instances_no_fill 223 \
    grt_max_degree 17 \
    drive_gt1_share_pct 10.81 \
    avgSynthCellArea_um2 7.466 \
    placed_cells 223 \
    p_per_area_nw_per_um2 109.2 \
    num_vias 935 \
    routed_wl_um 2845 \
    ir_worst_vdd_mv 0.06084 \
    fin_crit_sh_pct 91.70 \
    cap_violations 0 \
    pwr-share-clk_pct 0 \
    crit_type "in -> out" \
    setup_viol 0 \
    drt_iter0_markers 90 \
    seq_power_share_pct 11.9 \
    grt_pass1_wl_um 4850 \
    antenna_cells 0 \
    p_sw_w 0.00006189 \
    drc_errors 0 \
    antenna_found_initial 0 \
    wl_per_cell_um 12.76 \
    hold_viol 0 \
    warnings 53 \
    ys_warn_count 1 \
    area_growth_pct 43.35 \
    relSlewSlack_pct 54.72 \
    rsz0062_at_grt "no" \
    max_stage_delay_ns 0.51 \
    syn-cell-area_um2 903.4 \
    synth-edff-count 0 \
    postCtsSetupBuffers 0 \
    intPower_w 0.00007948 \
    unclocked_pins 15 \
    die_y_um 99 \
    die_area_um2 9801 \
    layout_top_cells "29 x clkdlybuf4s50_1, 15 x dlxtn_1, 12 x nand2_1" \
    crit_chain "clkdlybuf4s50_1, nor2b_1, xor2_1, nor3_1, clkdlybuf4s50_1" \
    status "complete, no violations" \
    post_cts.resized_instances 0 \
    end_kind "output pin" \
    dpl.hpwl_um 2386 \
    cp_max_fo 2 \
    io_buffers 29 \
    first_global_vias 908 \
    die_width_um 99 \
    finalSetupTns_ns 0 \
    fillCellCount 657 \
    synth_flop_count 15 \
    hold_path_class "in -> out" \
    core_um2 5991 \
    tightest_slew_ns 0.6729 \
    drtPass1Iterations 4 \
    finalMaxSlewViolations 0 \
    sw_frac_of_total_pct 43.78 \
    slowest_stage "clkdlybuf4s50_1" \
]
==> cell type report <==
type	instances	area (um^2)	share of cell area [%]
multi-input combinational	93	614.3	47.44
timing repair buffer	37	350.3	27.05
sequential	15	225.2	17.39
tap	75	93.84	7.246
inverter	3	11.26	0.8696
==> per-layer routing <==
layer  track usage [%]  vias up  wire [um]
met5                 0        -          0
met4                 0        0          0
met3            0.4933        0        126
met2             8.667       24       1233
met1             9.037      420       1485
li1                  -      491          -
==> metrics by stage <==
step | cell area [um^2] | hold WS (ns) | util, %
4_1_cts | 1295 | 2.132 | 21.62
3_3_place_gp | 1295 | 2.127 | 21.62
3_5_place_dp | 1295 | 2.120 | 21.62
6_report | 1295 | 2.105 | 21.62
5_1_grt | 1295 | 2.182 | 21.62
2_1_floorplan | 903.4 | 1.365 | -
==> power groups by stage <==
stage | combinational (W) | sequential [W] | clock [W]
4_1_cts | 0.000126 | 0.0000172 | 0
5_1_grt | 0.000141 | 0.0000178 | 0
6_report | 0.000125 | 0.0000168 | 0
==> cells in the mapped netlist (3+ instances only) <==
cell type / instances / area, um^2
inv_1: 3 / 11.26
nor3_1: 3 / 15.01
nand3b_1: 6 / 45.04
a21oi_1: 4 / 20.02
o21ai_0: 3 / 15.01
nor2_1: 10 / 37.54
nand3_1: 5 / 25.02
o21ai_1: 3 / 15.01
a21o_1: 3 / 22.52
buf_2: 6 / 30.03
nand2_1: 12 / 45.04
nand2b_1: 4 / 25.02
dlxtn_1: 15 / 225.2
a31oi_1: 4 / 25.02
==> flip-flops by register name, indices dropped and copies added, names as in the netlist <==
register / flops
BSel: 1
MemRW: 3
WBSel: 2
PCSel: 1
BrUn: 1
ALUSEL1: 4
ImmSel: 2
ASel: 1
==> worst max-delay path, delay by kind of cell <==
family	cells	cell delay (ns)
AND/OR/NAND/NOR	2	0.38
XOR/XNOR	1	0.09
buffers and inverters	2	0.98
==> path summary, 6_finish.rpt <==
path / start / endpoint / slack [ns] / depth (start not counted)
setup / recovery: instruction[3] / RegWEn / 0.23 / 5
hold / removal: instruction[0] / RegWEn / 2.10 / 4
==> cells by family after synthesis <==
| kind of cell | Yosys count | synth area share [%] |
|---|---|---|
| latches | 15 | 24.93 |
| buf+inv | 13 | 7.062 |
| xor+xnor | 3 | 2.909 |
| compound gates | 30 | 24.24 |
| other cells | 1 | 0.4151 |
| simple gates | 59 | 40.44 |
Power is estimated from default activity; no workload was simulated.
